### ./design.v
`timescale 1ns / 1ps
module clock_divider(
	input clk,
	input rst,
	output reg clk_operating
    );
	reg [3:0] count;
	always @(posedge clk, posedge rst) begin
		if (rst) begin
			count <= 4'b0;
			clk_operating <= 1'b0;
		end
		else begin
			count <= count + 1;
			clk_operating <= ((count == 4'b1111) ? ~clk_operating: clk_operating );
		end
	end
endmodule
### ./run.sh
#!/bin/bash
# OpenROAD 26Q1-2900-gdf79404cd8, Yosys 0.63+post, stock flow scripts
make -C /OpenROAD-flow-scripts/flow DESIGN_CONFIG=/design/flow/config.mk WORK_HOME=/design/flow/orfs finish
### ./config.mk
export PLATFORM = sky130hd
export DESIGN_NAME = clock_divider
export DESIGN_NICKNAME = clock_divider
export VERILOG_FILES = /design/flow/design.v
export SDC_FILE = /design/flow/constraint.sdc
export NUM_CORES = 4
export LEC_CHECK = 1
export CORE_AREA = 10 10 70 70
export DIE_AREA = 0 0 80 80
### ./constraint.sdc
current_design clock_divider

set clk_period 1.0
set clk_io_pct 0.2

create_clock -name clk0 -period $clk_period [get_ports {clk}]

set non_clock_inputs [all_inputs -no_clocks]
set_input_delay [expr $clk_period * $clk_io_pct] -clock clk0 $non_clock_inputs
set_output_delay [expr $clk_period * $clk_io_pct] -clock clk0 [all_outputs]
==> run notes <==
fresh numbers from the pnr run: total core area=3420 sq um, Max Transition Viols Final=0, pwr dens=1560 nW/um^2, VDD IR max=248 uV, total die size=6400 sq um, Worst EP arrival=0.72 ns, Max Cap Viol=0, Routed Wire Length=322 um, post-CTS setup buffers=0, Antenna diodes=0, Max Freq=1080 MHz, Top delay family on crit path=flip-flops, gpl congestion=0.615, vias in the first global route=138, count of hold-fix buffers inserted at cts=0, PortBufs=2, cell type with the largest total area=dfrtp_1, Final Util=0.0842, routed vias=110, Clock transition at path regs=0.05 ns, met2 WL=107 um, Pre-Repair DR Iteration Count=2, clock latency (worst-skew pair)=0.25 ns, Fin Setup TNS=0 ns, DR WL/cell=4.88 um, slew of the pin with the lowest slew margin=0.186 ns, Worst path max stage delay=0.36 ns, Tot GR Track Use=0.0135, total power=450 uW, CP bufs+invs=1, clock sink count=5, Commonest Layout Cell=dfrtp_1, Required @ worst endpoint=0.80 ns, Congestion Overflow GR=0, Layout fillers=400, global-route wire length before repair=579 um, RSZ-0062 raised after global routing=no, worst setup margin=0.0781 ns, die width=80 um, area grow syn2layout=58.6%, routed wl met3=92 um, Clock Skews=0.00665 ns, CTS H-tree depth=1, post-cts resize count=3, outcome=finished, final reports clean, hold crit path type=input port to async pin, CTS buffer count=3, Reg2Reg Setup Slack=0.10 ns, commonest non-fill, non-tap cells in the layout=dfrtp_1 (5), clkbuf_4 (3), nand3_1 (2), xnor2_1 (2), inv_1 (2), Worst path slowest cell=dfrtp_1, CP Capture Type=output port, Final setup viols=0, #FFs+latches synth=5, Final Critical Period=0.922 ns, mapped cell area=181 sq um, Max-slew headroom=0.876, startpoint types=flip-flop, total leakage power=0.123 nW, syn avg cell area=14.0 sq um, Synth Instances=13, Seq share, synth=0.690, critical path fanouts, max=2, Floorplan Utilization=0.0531, row cnt=21, Top cells by area=dfrtp_1 (69%), xnor2_1 (9.7%), ha_1 (6.9%), nand3_1 (5.5%), xor2_1 (4.8%), Log Warnings=25, Yosys top cell area share=0.690, Critical Setup Path Class=flip-flop to output port, DRC violations left=0, distinct lib cells=6, clock root cell=clkbuf_4, Die H=80 um, WL met1=121 um, TritonCTS clock tree=done, # IOs=3, yosys stat area=181 sq um, share of layout cells above drive strength 1=0.250, antenna violations before repair=0, Final Hold Viols=0, largest net degree at the start of global routing=6, yosys warning tally=1, dpl ws=0.0110 ns, Final period util=0.922, Max Buffers Root-to-Sink=2, highest metal used=met3, hold_ws=0.165 ns, vias per cell=1.67, # Cells Yosys=13, crit path cell chain=buf_2, Initial DRC Count=2, DRT antenna net count=0
-- state kept, by name, indices dropped and copies added, names as in the netlist --
signal / count
count: 4
clk_operating: 1
-- logic make-up (layout without fill, tap and decap cells) --
| logic type | after synthesis | after routing | share of synthesized area |
|---|---|---|---|
| xor gates and xnor gates | 3 | 3 | 0.145 |
| adders and majority gates | 1 | 1 | 0.0690 |
| DFF | 5 | 5 | 0.690 |
| and+or+nand+nor | 2 | 2 | 0.0552 |
| buffers and inverters | 2 | 9 | 0.0414 |
-- per-layer routing --
| metal | vias to the layer above | global-route usage |
|---|---|---|
| met2 | 6 | 0.0144 |
| met4 | 0 | 0.00352 |
| met1 | 51 | 0.0107 |
| li1 | 53 | - |
| met3 | 0 | 0.0250 |
| met5 | - | 0 |
-- synthesized netlist by cell type --
master,n
nand3_1,2
xnor2_1,2
ha_1,1
xor2_1,1
inv_1,2
dfrtp_1,5
-- per-stage QoR --
step | cells | instance area (sq um)
floorplan | 13 | 181
global placement | 62 | 267
detailed placement | 62 | 267
CTS | 66 | 288
global route | 66 | 288
finish | 66 | 288
-- final cells by class --
class                           instances  area (sq um)  share of cell area
Timing Repair Buffer                    3          22.5              0.0783
Sequential cell                         5           125               0.435
Inverter                                2          7.51              0.0261
Tap cell                               46          57.6               0.200
Clock buffer                            4          26.3              0.0913
Multi-Input combinational cell          6          48.8               0.170
-- path summary, 6_finish.rpt --
check | startpoint | endpoint | cells past startpoint
max reg2reg | count[0] | clk_operating | 3
max in group asynchronous | rst | count[0] | 2
min in group clk0 | count[0] | count[0] | 1
min reg2reg | count[0] | count[0] | 1
min | rst | count[2] | 2
max | clk_operating | clk_operating | 1
-- power breakdown --
part	internal [mW]	switching [mW]	leakage (nW)
sequential	0.203	0	0.0653
clock	0.151	0.0875	0.0150
combinational	0.00368	0.00426	0.0425
Power figures rest on the tool's default switching activity, not on a simulated workload.
