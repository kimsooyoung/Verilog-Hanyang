`flow/run.sh`:
```
#!/bin/bash
# OpenROAD 26Q1-2900-gdf79404cd8, Yosys 0.63+post, stock flow scripts
make -C /OpenROAD-flow-scripts/flow DESIGN_CONFIG=/design/flow/config.mk WORK_HOME=/design/flow/orfs finish
```
`flow/config.mk`:
```
export PLATFORM = sky130hd
export DESIGN_NAME = alu_32_bit
export DESIGN_NICKNAME = alu_32_bit
export VERILOG_FILES = /design/flow/design.v
export SDC_FILE = /design/flow/constraint.sdc
export NUM_CORES = 4
export LEC_CHECK = 1
export CORE_UTILIZATION = 30
```
`flow/constraint.sdc`:
```
current_design alu_32_bit

set clk_period 34.8
set clk_io_pct 0.2

create_clock -name clk0 -period $clk_period

set non_clock_inputs [all_inputs -no_clocks]
set_input_delay [expr $clk_period * $clk_io_pct] -clock clk0 $non_clock_inputs
set_output_delay [expr $clk_period * $clk_io_pct] -clock clk0 [all_outputs]
```
`flow/design.v`:
```
`timescale 1 ns / 1 ps
module full_adder
(
    input                               x_in,        
    input                               y_in,        
    input                               c_in,        
    output  wire                        s_out,       
    output  wire                        c_out        
);
wire    wire_sum0;
wire    wire_carry0;
wire    wire_carry1;
half_adder U0_half_adder (
    .x_in       ( x_in          ),
    .y_in       ( y_in          ),
    .s_out      ( wire_sum0     ),
    .c_out      ( wire_carry0   )
);
half_adder U1_half_adder (
    .x_in       ( wire_sum0     ),
    .y_in       ( c_in          ),
    .s_out      ( s_out         ),
    .c_out      ( wire_carry1   )
);
assign  c_out   =   ( wire_carry0 | wire_carry1 );
endmodule
`timescale 1 ns / 1 ps
module half_adder
(
    input                               x_in, 		 
    input                               y_in,		 
    output  wire                        s_out, 		 
    output  wire                        c_out 		 
);
assign  	s_out 	=	x_in ^ y_in;
assign      c_out 	=	x_in & y_in;
endmodule
`timescale 1ns / 1ps
module one_bit_alu
(
    input                               a_in, 		 
    input                               b_in,		 
	input 	 							b_invert,   
	input 							  	carry_in,   
	input 								less,		 
	input[1:0] 							op,			 
	output  wire                        result,		 
    output  wire                        carry_out 	 
);
assign     b_inv  	= ( b_invert == 1'b1 ) ? ~b_in : b_in;
assign     res_and 	=	a_in & b_in;
assign     res_or 	=	a_in | b_in;
wire       res_sum;
full_adder ALU_half_adder (
			 .x_in        ( a_in          ),
			 .y_in        ( b_inv         ),
			 .c_in        ( carry_in      ),
			 .s_out       ( res_sum       ),
			 .c_out       ( carry_out     )
);
assign 	   result 	= ( op == 2'b00 ) ? res_and : 
					  ( op == 2'b01 ) ? res_or  : 
					  ( op == 2'b10 ) ? res_sum :
					  ( op == 2'b11 ) ? less    :  1'b0;
endmodule
`timescale 1ns / 1ps
module add_loop(
    input	[31:0]                         	a_in, 		 
    input	[31:0]                         	b_in,		 
	input	[2:0] 						   	operation,  
	output	wire [31:0]                 	res_add, 	 
    output  wire [31:0]                   	c_out  		 
);
wire 		is_invert, first_c_in;
assign 		is_invert  = (operation == 3'b110) ? 1'b1 : 1'b0;
assign  	first_c_in = (operation == 3'b110) ? 1'b1 : 1'b0;
one_bit_alu u1(
			.a_in		( a_in[0]	 ),
			.b_in		( b_in[0]	 ),
			.b_invert	( is_invert	 ),
			.carry_in	( first_c_in ),
			.less		( 1'b1		 ),
			.op			( 2'b10		 ),
			.result		( res_add[0] ),
			.carry_out	( c_out[0]	 )
);
generate
		for (genvar i = 1; i < 32; i = i+1) begin 
				one_bit_alu ALU_Sub(
					 .a_in      ( a_in[i]	 ),
					 .b_in      ( b_in[i]	 ),
					 .b_invert  ( is_invert	 ),
					 .carry_in  ( c_out[i-1] ),
					 .less      ( 1'b1		 ),
					 .op        ( 2'b10		 ),
					 .result    ( res_add[i] ),
					 .carry_out ( c_out[i]	 )
				);
		end
endgenerate
endmodule
`timescale 1ns / 1ps
module alu_32_bit
(
    input	[31:0]                         	a_in, 		 
    input	[31:0]                         	b_in,		 
	input	[2:0] 							op,			 
	output	 wire	[31:0]                  result, 	 
    output   wire 		                   	zero, 		 
	output   wire        		            overflow 	 
);
wire[31:0] res_and, res_or, res_slt;
wire[31:0] add_c_out, sub_c_out;
wire[31:0] res_add, res_sub;
assign    	res_and 	=	a_in & b_in;
assign  	res_or 		=	a_in | b_in;
add_loop ALU_Add_Loop(
			.a_in			( a_in		), 	 
			.b_in			( b_in		),	 
			.operation		( op		),	 
			.res_add		( res_add	), 	 
			.c_out			( add_c_out	)  	 
);
add_loop ALU_Sub_Loop(
			.a_in			( a_in	 	), 	 
			.b_in			( b_in	 	),	 
			.operation		( op 		),	 
			.res_add		( res_sub 	), 	 
			.c_out			( sub_c_out )  	 
);
assign    	res_slt		= (res_sub[31]) ? 32'b1 : 32'b0;
assign 	 	result		= ( op == 3'b000 ) ? res_and :
						  ( op == 3'b001 ) ? res_or  :
						  ( op == 3'b010 ) ? res_add :
						  ( op == 3'b110 ) ? res_sub :
						  ( op == 3'b111 ) ? res_slt :  32'hffff_ffff;
assign 	  zero 			= ~|result;
assign 	  overflow 		= ( op == 3'b010 ) ? (( add_c_out[31] ^ add_c_out[30]) ? 1'b1 : 1'b0):
						  ( op == 3'b110 ) ? (( sub_c_out[31] ^ sub_c_out[30]) ? 1'b1 : 1'b0): 1'b0;
endmodule
```
==> run_results.csv <==
group,metric,value,unit
layout,area_growth,46.28,%
layout,instances_no_fill,437,
timing,fin_crit,29.20,ns
pwr,power_leakage,1.289,nW
synth,synthCells,253,
worst_setup_path,critPathKind,"primary input to output port",
route,drtIter0Drc,64,
die,die-area,0.007811,sq mm
worst_setup_path,arrival,22.24,ns
layout,seq_area,0,sq um
placed_design,dpl.hpwl,4606,um
die,fp-row-count,31,
route,antennaDiodeCount,0,
timing,max_clock_freq,34.25,MHz
pwr,p_per_area,16.10,mW/mm^2
clock_network,cts_resized,0,
layout,layout.cells.most_common,"clkdlybuf4s50_1",
flow_run,warning_count,33,
timing,worst_pin_slew,0.7416,ns
worst_setup_path,crit_fanout,38,
synth,yosysCellCount,253,
timing,timing.final.crit_share,0.8390,
synth,netlist_area,0.002238,sq mm
worst_setup_path,max_stage_delay,0.51,ns
worst_hold_path,hold_class,"primary input to output port",
worst_setup_path,end_kind,"output port",
worst_hold_path,hold_start,"op[0]",
layout,final_cell_mix,"100 x clkdlybuf4s50_1, 42 x inv_1, 31 x xor2_1, 31 x fa_1, 29 x maj3_1",
global_route,grt_pass1_vias,2031,
clock_network,cts_setup_buffers,0,
route,via_per_inst,4.593,
route,vias,2007,
global_route,grt_usage,0.1590,
die,fp_util,0.3103,
timing,setup_viol,0,
layout,numSequentialCells,0,
synth,seq_area_frac_synth,0,
synth,ys_types,29,
placed_design,dpl-instance-area,0.003274,sq mm
timing,hold_violations,0,
flow_run,maxCapViolations,0,
worst_setup_path,critical-path-slowest-cell,"fa_1",
die,ios,101,
route,wirelength,5909,um
die,dieHeight,88.38,um
worst_hold_path,min_to,"result[7]",
timing,drv_slew,0,
synth,avgSynthCellArea,8.847,sq um
worst_hold_path,hold_depth,5,
timing,rsz0062_at_grt,"no",
placed_design,port_buffers,101,
synth,ys_area,0.002238,sq mm
layout,layout-drive-gt1-share,0.07396,
placed_design,gp_congestion,0.8618,
worst_setup_path,path_common_cell,"fa_1",
global_route,antenna_found_initial,0,
route,first_pass_iters,4,
clock_network,hold_buffers,0,
global_route,grt_pass1_wl,9501,um
worst_setup_path,start_kind,"primary input",
route,drc,0,
pwr,finalPower,0.05272,mW
route,antenna_left,0,
route,routedWlPerCell,13.52,um
pwr,ir_drop,0.005901,mV
layout,fin_area,0.003274,sq mm
die,die_w,88.38,um
worst_setup_path,cp_data_required_time,27.84,ns
timing,slew_headroom,0.5056,
layout,finish.utilization,0.4539,
placed_design,placedCellCount,437,
die,core_area,0.007214,sq mm
timing,fin_tns_setup,0,ns
global_route,grt_max_degree,68,
layout,nClkBuffers,0,
global_route,grt_overflow_total,0,
synth,yosys_warnings,3,
status,status,"completed",
cell usage after synthesis, drive strengths merged, types with 2 or more instances:
cell     number  share of area
fa           31           0.28
ha            2          0.011
clkbuf        6          0.010
nand2         2         0.0034
buf          14          0.045
a2bb2oi      22          0.086
inv          42          0.070
xor2         31           0.12
nor3          2         0.0045
nor4          6          0.017
nor2         12          0.020
mux2         22           0.11
a21oi        10          0.022
o21ai         9          0.020
maj3         31           0.14
power breakdown:
part	switching (mW)	internal, mW	total [mW]
registers	0	0	0
clock network	0	0	0
logic	0.0215	0.0312	0.0527
total	0.0215	0.0312	0.0527
worst max-delay path: cells and delay by family:
kind | cells | cell delay (ns)
compound gates | 1 | 0.08
xor+xnor | 1 | 0.21
fa+ha+maj | 31 | 12.30
buf+inv | 4 | 1.56
mux | 1 | 0.12
simple gates | 4 | 0.92
logic make-up (layout without fill, tap and decap cells):
| group | after synthesis | count (layout) | synth area share |
|---|---|---|---|
| AOI/OAI and AO/OA | 42 | 42 | 0.1325 |
| buffers and inverters | 62 | 147 | 0.1258 |
| and+or+nand+nor | 31 | 31 | 0.07770 |
| adders and majority gates | 64 | 64 | 0.4282 |
| muxes | 22 | 22 | 0.1107 |
| xor gates and xnor gates | 32 | 32 | 0.1252 |
metal layers:
metal	track usage	wire [um]
met1	0.2503	2823
met2	0.2538	2652
met3	0.02365	433
met4	0	0
met5	0	0
metrics by stage:
| stage | hold WS, ns | setup WS, ns |
|---|---|---|
| global route | 15.15 | 4.903 |
| finish | 15.10 | 5.604 |
| CTS | 15.11 | 5.512 |
| global placement | 15.10 | 5.684 |
| floorplan | 14.07 | 6.917 |
| detailed placement | 15.11 | 5.539 |
layout make-up:
| type | count | area [sq um] |
|---|---|---|
| tap | 99 | 123.9 |
| timing repair buffer | 105 | 1036 |
| inverter | 42 | 157.7 |
| fill | 738 | 3940 |
| multi-input combinational | 191 | 1957 |
worst max-delay path by stage:
stage,from,to,slack [ns],cells past startpoint
CTS,op[1],zero,5.51,42
global route,op[0],zero,4.90,42
finish,op[1],zero,5.60,42
No activity file was given, so power comes from the tool's default toggle rates.
